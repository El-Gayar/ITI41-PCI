File: design.v
`timescale 1ns / 1ps
module par_gen(
    input [31:0] data,
    input [31:0] addr,
    output reg data_p,
    output reg addr_p
    );
always@(data,addr)
	begin
	data_p = ^data; 
	addr_p = ^addr;
	end
endmodule
File: run.sh
#!/bin/bash
# OpenROAD 26Q1-2900-gdf79404cd8, Yosys 0.63+post, stock flow scripts
make -C /OpenROAD-flow-scripts/flow DESIGN_CONFIG=/design/flow/config.mk WORK_HOME=/design/flow/orfs finish
File: config.mk
export PLATFORM = sky130hd
export DESIGN_NAME = par_gen
export DESIGN_NICKNAME = par_gen
export VERILOG_FILES = /design/flow/design.v
export SDC_FILE = /design/flow/constraint.sdc
export NUM_CORES = 4
export LEC_CHECK = 1
export CORE_AREA = 10 10 84 84
export DIE_AREA = 0 0 94 94
File: constraint.sdc
current_design par_gen

set clk_period 1.9
set clk_io_pct 0.2

create_clock -name clk0 -period $clk_period

set non_clock_inputs [all_inputs -no_clocks]
set_input_delay [expr $clk_period * $clk_io_pct] -clock clk0 $non_clock_inputs
set_output_delay [expr $clk_period * $clk_io_pct] -clock clk0 [all_outputs]
==> flow_summary.yaml <==
# synthesis and place-and-route metrics
status:
  status: "finished, final reports clean"
worst_hold_path:
  holdPathStages: 7
  holdCritPathClass: "in -> out"
yosys:
  yosysSeqAreaShare_pct: 0
  synthesis.area_sq_um: 543
  synth.distinct_cells: 2
  yosysWarnings: 1
  syn_avg_cell_area_sq_um: 8.76
  netlist_instances: 62
  synth_chip_area_sq_um: 543
  ys_cells: 62
pwr:
  p_per_area_nw_per_um2: 472
  p_leak_nw: 0.565
  max-vdd-ir-drop_mv: 0.150
routing:
  wl_per_cell_microns: 11.0
  antenna_cells: 0
  wirelength_microns: 2180
  routed_via_density: 2.90
  ant_nets: 0
  dr.pass1.iters: 2
  vias: 574
  drc: 0
  drtIter0Drc: 1
die:
  dieArea_sq_um: 8840
  row_count: 26
  core_area_sq_um: 5200
  chipHeight_microns: 94
  ios: 66
  fp_util_pct: 10.4
  die_w_microns: 94
finish:
  final_cells: 198
  flop_area_sq_um: 0
  seq_cells: 0
  n_clock_buffer: 0
  syn_to_final_growth_pct: 119
  drive_gt1_share_pct: 71.9
  fin_util_pct: 22.8
sta:
  rsz0062_at_grt: "no"
  worst_pin_slew_ns: 0.244
  holdWs_ns: 1.48
  relSlewSlack_pct: 83.6
  fin_crit_ns: 1.81
  fmax_mhz: 553
  finalSetupViolations: 0
  period_used_pct: 95.2
  final_max_slew_viol_count: 0
  final_hold_viol_count: 0
global_routing:
  grt_pass1_wl_microns: 3080
  grt_start_max_net_pins: 2
  grtUsageTotal_pct: 4.37
  antenna_found_initial: 0
  grt_overflow: 0
  grt_pass1_vias: 617
critical_path:
  cp-start-kind: "input port"
  end_kind: "output port"
  worst_ep_arrival_time_ns: 1.43
  path_class: "in -> out"
  crit_path_max_fanout: 1
  crit_required_ns: 1.52
placed_design:
  numPlacedInstances: 198
  port_buffers: 66
  dpl.hpwl_microns: 2100
  gp_congestion: 0.669
clock_tree:
  ctsHoldBuffers: 0
job:
  warnings: 32
  maxCapViolCount: 0
-- final cells by class --
class | instances | area (sq um)
fill | 605 | 4020
multi-input combinational | 62 | 746
tap | 70 | 87.6
timing repair buffer | 66 | 354
-- routing by layer --
metal	wire [microns]	up-vias	track usage, %
li1	-	316	-
met1	615	254	3.70
met2	1550	4	10.7
met3	14	0	0.0808
met4	0	0	0
met5	0	-	0
-- timing repair --
action / in CTS / in global routing
hold endpoints to repair: 0 / 0
setup buffers: 0 / 0
gates resized: 121 / 106
endpoints found under the setup margin: 2 / 2
cloned: 0 / 0
pin swaps: 62 / 58
-- critical path, cell delays in order --
cell	delay, ns
buf_6	0.09
xor2_2	0.17
xnor2_2	0.15
xnor2_1	0.23
xnor2_1	0.17
xnor2_1	0.13
buf_2	0.11
-- kinds of logic (layout without fill, tap and decap cells) --
family,count (synthesis),count (layout),synth area share [%]
buffers and inverters,0,66,0
xor gates and xnor gates,62,62,100
-- through the flow --
stage / setup TNS, ns / cell area, sq um / setup WS, ns / power, mW
after CTS: 0 / 1250 / 0.00138 / 0.524
after global routing: 0 / 1190 / 0.00311 / 0.621
final: 0 / 1190 / 0.0917 / 0.560
after detailed placement: -1.31 / 1290 / -0.667 / 0.626
after global placement: -1.29 / 1290 / -0.649 / 0.631
after floorplan: 0 / 543 / 0.417 / 0.315
-- synthesized netlist by cell type --
library cell,count,area [sq um]
xnor2_1,56,490
xor2_1,6,52.6
-- cell usage in the layout, fill, tap and decap left out, drive strengths merged --
| cell | count |
|---|---|
| buf | 6 |
| clkbuf | 59 |
| clkdlybuf4s15 | 1 |
| xnor2 | 56 |
| xor2 | 6 |
-- final timing paths --
check | start | endpoint
max | addr[12] | addr_p
min | data[11] | data_p
-- power by group --
| part | leakage [nW] | internal (mW) | switching [mW] |
|---|---|---|---|
| Clock | 0 | 0 | 0 |
| Combinational | 0.565 | 0.353 | 0.208 |
| Sequential | 0 | 0 | 0 |
| Total | 0.565 | 0.353 | 0.208 |
No activity file was given, so power comes from the tool's default toggle rates.
